--- flow/config.mk ---
export PLATFORM = sky130hd
export DESIGN_NAME = pcie_status_amm
export DESIGN_NICKNAME = pcie_status_amm
export VERILOG_FILES = /design/flow/design.v
export SDC_FILE = /design/flow/constraint.sdc
export NUM_CORES = 4
export LEC_CHECK = 1
export CORE_AREA = 10 10 100 100
export DIE_AREA = 0 0 110 110
--- flow/constraint.sdc ---
current_design pcie_status_amm

set clk_period 5.0
set clk_io_pct 0.2

create_clock -name clk0 -period $clk_period [get_ports {clk}]

set non_clock_inputs [all_inputs -no_clocks]
set_input_delay [expr $clk_period * $clk_io_pct] -clock clk0 $non_clock_inputs
set_output_delay [expr $clk_period * $clk_io_pct] -clock clk0 [all_outputs]
--- flow/design.v ---
module pcie_status_amm (
    input clk,
    input rsi_reset_reset,
    input        [ 3:0] avs_ctrl_address,
    input               avs_ctrl_read,
    output logic [31:0] avs_ctrl_readdata,
    input [1:0] hip_currentspeed_currentspeed,
    input [4:0] hip_status_ltssmstate,
    input [3:0] hip_status_lane_act,
    input       hip_status_dlup
);
  logic [31:0] status_reg;
  logic [31:0] status_reg_s;
  always_ff @(posedge clk) begin : proc_status_reg
    status_reg[1:0]   <= hip_currentspeed_currentspeed;
    status_reg[7:2]   <= 'd0;
    status_reg[12:8]  <= hip_status_ltssmstate;
    status_reg[15:13] <= 'd0;
    status_reg[19:16] <= hip_status_lane_act;
    status_reg[23:20] <= 'd0;
    status_reg[24:24] <= hip_status_dlup;
    status_reg[31:25] <= 'd0;
  end
  always_ff @(posedge clk) begin : proc_status_reg_s
    status_reg_s <= status_reg;
  end
  always_ff @(posedge clk) begin : proc_readdata
    if (avs_ctrl_read) begin
      case (avs_ctrl_address)
        0:       avs_ctrl_readdata <= 32'h2c1e57a7;   
        1:       avs_ctrl_readdata <= 32'h00010000;
        4:       avs_ctrl_readdata <= status_reg_s;
        default: avs_ctrl_readdata <= 32'hdeadbeef;
      endcase
    end
  end
endmodule
--- flow/run.sh ---
#!/bin/bash
# OpenROAD 26Q1-2900-gdf79404cd8, Yosys 0.63+post, stock flow scripts
make -C /OpenROAD-flow-scripts/flow DESIGN_CONFIG=/design/flow/config.mk WORK_HOME=/design/flow/orfs finish
==> results.env <==
DRTITER0DRC=54
GRTUSAGEMET2_PCT=5.123
SYNTH.LARGEST_AREA_CELL='sky130_fd_sc_hd__dfxtp_1'
TRITONCTS_CLOCK_TREE='done'
VIA_COUNT_OF_THE_FIRST_GLOBAL_ROUTING_PASS=611
MAX_FREQ_MHz=428.2
WARNING_COUNT=26
GRT_START_MAX_NET_PINS=17
WORST_PATH_FANOUT_MAX=10
DIEHEIGHT_UM=110
PATH_CELLS='clkdlybuf4s50_1'
WORSTPATHBUFFERINVERTERCOUNT=1
CORE_REGION_AREA_SQ_UM=7807
CRITPATHCAPTURETYPE='output pin'
CTSRESIZECOUNT=0
CRITICAL-PATH-MAX-STAGE-DELAY_NS=0.54
CP_DATA_REQUIRED_TIME_NS=4.00
DRC_ERRORS=0
GLOBALROUTE.BUSIESTLAYER='met2'
FRACTION_OF_THE_CORE_AREA_COVERED_BY_CELLS_AT_THE_END_OF_THE_FLOW_PCT=23.17
SYNTH_FLOPS=39
FP.DIEAREA_SQ_UM=12100
MET1_CAPACITY_USAGE_DURING_GLOBAL_ROUTING_PCT=4.199
DRT_PASS1_ITERATIONS=3
SYNTH.YOSYS.WARNINGS=1
GATE_COUNT_POST_SYNTH=90
SYNTH.DISTINCT_CELLS=14
YS_CHIP_AREA_SQ_UM=1247
NUMBER_OF_DIODES=0
TRITONCTS_NUM_SINKS=39
POWER.DENSITY_CELL_AREA_nW_PER_UM2=345.8
TIMING.HOLD.WORST.CLASS='reg2reg'
FP_UTIL_PCT=15.98
LAYOUT_CELLS_SIZED_ABOVE_1_PCT=6.299
AREAGROWTHSYNTHTOFINISH_PCT=45.04
CP_TOP_FAMILY='buffers and inverters'
GLOBALPLACE.CONGESTION=0.6793
FINAL-MAX-SLEW-VIOLATION-COUNT=0
MEAN_INSTANCE_SIZE_IN_THE_SYNTHESIZED_NETLIST_SQ_UM=13.86
NUMCTSBUFFERS=5
INSERTION_DELAY_NS=0.28
REPORT.FINAL.HOLD_VIOL_COUNT=0
RUN_STATUS='finished, final reports clean'
DRTANTENNAVIOLNETS=0
GRT_ANTENNA_BEFORE_REPAIR=0
SETUP_VIOLATIONS=0
CTS-ROOT-TO-SINK-BUFFERS=2
DRT_WL_TOTAL_UM=2277
DPL.HPWL_UM=1876
CTS.REPORTEDPATHS.CLKPINSLEW_NS=0.07
STATIC-LEAKAGE-POWER_uW=0.0006371
TOTAL_TRACK_USAGE_PCT=3.530
CTS_HOLD_BUF=0
DRT-WIRELENGTH-PER-CELL_UM=9.943
YOSYS.AREA.TOP_TYPE_SHARE_PCT=38.52
TOPCELLSBYAREA='sky130_fd_sc_hd__dfxtp_1, sky130_fd_sc_hd__edfxtp_1, sky130_fd_sc_hd__buf_4'
SLEW_HEADROOM_PCT=60.22
RSZ0062_AT_GRT='no'
FLOORPLAN.ROWS=32
CTS_HTREE_LEVELS=2
GLOBAL_ROUTE.USAGE.MET3_PCT=2.233
ARRIVAL_NS=1.34
SYNTH.CELL_AREA_SQ_UM=1247
SYNTH-CELLS-YOSYS=90
WORSTSETUPSTARTPOINTTYPE='flop'
SETUP_TNS_NS=0
MAX-VDD-IR-DROP_uV=108.1
DRV.MAX_CAP_VIOLATION_COUNT=0
LARGEST_REGISTER_FF_COUNT=15
FINAL.PERIOD_UTILIZATION_PCT=46.70
CLOCK_TREE.ROOT_CELL='sky130_fd_sc_hd__clkbuf_8'
ROUTE.DETAILED.VIAS_PER_INST=2.799
IO_PINS=51
WORSTMARGINPINSLEW_NS=0.5948
COUNT_OF_BUFFERS_INSERTED_AT_THE_TOP_LEVEL_PORTS=47
CRITICAL_PATH_CLASS='reg2out'
DIE_X_UM=110
FINALWORSTPATHREQUIREDPERIOD_NS=2.335
GLOBAL_ROUTE.OVERFLOW_TOTAL=0
SEQ_TOTAL_AREA_YOSYS_PCT=74.62
TIMING.CRITICAL_PATH.SLOWEST_STAGE_CELL='sky130_fd_sc_hd__clkdlybuf4s50_1'
FIN_WORST_SKEW_NS=0.005929
GLOBAL_ROUTE_WIRE_LENGTH_BEFORE_REPAIR_UM=3284
POST_CTS.REPAIR.SETUP_BUFFERS=0
NUMBER_OF_VIAS_IN_THE_ROUTED_LAYOUT=641
## synthesized netlist by cell type
cell	n
sky130_fd_sc_hd__nand2_1	4
sky130_fd_sc_hd__nor3b_1	7
sky130_fd_sc_hd__nor2_1	3
sky130_fd_sc_hd__inv_1	2
sky130_fd_sc_hd__a21oi_1	2
sky130_fd_sc_hd__nor2b_1	2
sky130_fd_sc_hd__a21o_1	1
sky130_fd_sc_hd__or3_4	1
sky130_fd_sc_hd__dfxtp_1	24
sky130_fd_sc_hd__o21ai_0	9
sky130_fd_sc_hd__buf_4	18
sky130_fd_sc_hd__conb_1	1
sky130_fd_sc_hd__edfxtp_1	15
sky130_fd_sc_hd__buf_2	1
## cell type report
cell class                      count  area (sq um)
Multi-Input combinational cell     31         172.7
Sequential cell                    39         930.9
Clock buffer                        8         100.1
Fill cell                         837          5998
Tap cell                          102         127.6
Timing Repair Buffer               47         470.5
Inverter                            2         7.507
## per-layer routing
| layer | wire [um] | vias up |
|---|---|---|
| met5 | 0 | - |
| met2 | 921 | 36 |
| met1 | 892 | 247 |
| met4 | 85 | 0 |
| li1 | - | 352 |
| met3 | 377 | 6 |
## worst paths after layout
path	from	to	slack, ns	depth (start not counted)
max reg2reg	status_reg_s[1]	avs_ctrl_readdata[1]	4.18	2
max	avs_ctrl_readdata[30]	avs_ctrl_readdata[30]	2.66	1
min reg2reg	status_reg[9]	status_reg_s[9]	0.32	0
min	status_reg[9]	status_reg_s[9]	0.32	0
## layout by cell type (no fill, tap or decap)
cell type,netlist,final
sky130_fd_sc_hd__inv_1,2,2
sky130_fd_sc_hd__dfxtp_1,24,24
sky130_fd_sc_hd__o21ai_0,9,9
sky130_fd_sc_hd__clkbuf_1,0,1
sky130_fd_sc_hd__nor2_1,3,3
sky130_fd_sc_hd__nor3b_1,7,7
sky130_fd_sc_hd__nand2_1,4,4
sky130_fd_sc_hd__a21o_1,1,1
sky130_fd_sc_hd__edfxtp_1,15,15
sky130_fd_sc_hd__clkbuf_8,0,7
sky130_fd_sc_hd__conb_1,1,2
sky130_fd_sc_hd__a21oi_1,2,2
sky130_fd_sc_hd__clkdlybuf4s50_1,0,47
sky130_fd_sc_hd__nor2b_1,2,2
sky130_fd_sc_hd__or3_4,1,1
## stage by stage
step                cells  cell area, sq um  hold slack (ns)  setup WS [ns]  total power (uW)
floorplan              91              1251           0.3096          3.211             377.3
global placement      221              1709           0.3115          2.467             412.0
detailed placement    221              1709           0.3121          2.416             413.1
CTS                   229              1809           0.3267          2.648             635.1
global route          229              1809           0.3326          2.503             650.1
finish                229              1809           0.3208          2.665             625.6
## cell families after synthesis
family          Yosys count  share of synthesized area (%)
compound gates           12                          5.015
buf+inv                  21                          11.84
flops                    39                          74.62
other cells               1                         0.3006
simple gates             17                          8.224
## report_power, final
part	total [uW]	leakage, uW	internal (uW)	switching [uW]
Clock	222	0.0000515	126	96.1
Combinational	51.4	0.000243	38.6	12.8
Sequential	352	0.000342	347	5.53
Total	626	0.000637	511	114
Power and IR drop assume default switching activity.
