## design/flow/design.v

```verilog
module clock_counter # (
    parameter int CLK_FREQ = 125000000
) (
    input               csi_clk_clk,
    input               rsi_reset_reset,
    input       [ 3:0]  avs_ctrl_address,
    input               avs_ctrl_read,
    input               avs_ctrl_write,
    output reg  [31:0]  avs_ctrl_readdata,
    input       [31:0]  avs_ctrl_writedata,
    input       [ 7:0]  coe_meas,
    output              coe_led_dbg
);
wire clk = csi_clk_clk;
logic [31:0] reg_scratch;
logic [31:0] reg_clk_meas [0:7];
always_ff @(posedge clk) begin: proc_avs_ctrl_readdata
    case (avs_ctrl_address)
         0: avs_ctrl_readdata <= 32'hc10cc272;
         1: avs_ctrl_readdata <= 32'h00010000;
         2: avs_ctrl_readdata <= 32'h00000000;
         3: avs_ctrl_readdata <= reg_scratch;
         4: avs_ctrl_readdata <= reg_clk_meas[0];
         5: avs_ctrl_readdata <= reg_clk_meas[1];
         6: avs_ctrl_readdata <= reg_clk_meas[2];
         7: avs_ctrl_readdata <= reg_clk_meas[3];
         8: avs_ctrl_readdata <= reg_clk_meas[4];
         9: avs_ctrl_readdata <= reg_clk_meas[5];
        10: avs_ctrl_readdata <= reg_clk_meas[6];
        11: avs_ctrl_readdata <= reg_clk_meas[7];
        default: avs_ctrl_readdata <= 32'hdeadbeef;
    endcase
end
always_ff @(posedge clk) begin: proc_reg_scratch
    if (avs_ctrl_write && (avs_ctrl_address == 3)) begin
        reg_scratch <= avs_ctrl_writedata;
    end
end
logic pulse_1hz = 1'b0;
logic [$clog2(CLK_FREQ)-1:0] cntr_pulse_1hz = 'd0;
assign coe_led_dbg = pulse_1hz;
always_ff @(posedge clk) begin: proc_pulse_1hz
    if (cntr_pulse_1hz < CLK_FREQ-1) begin
        cntr_pulse_1hz <= cntr_pulse_1hz + 1'd1;
    end else begin
        cntr_pulse_1hz <= 0;
        pulse_1hz <= !pulse_1hz;
    end
end
logic pulse_1hz_p[0:7], pulse_1hz_pp[0:7], pulse_1hz_ppp[0:7];
logic [31:0] clk_cntr[0:7];
genvar i;
generate
    for (i = 0; i < 8; i++) begin: gen_cntr
        always_ff @(posedge coe_meas[i]) begin: proc_pulse_sync
            pulse_1hz_p[i]   <= pulse_1hz;
            pulse_1hz_pp[i]  <= pulse_1hz_p[i];
            pulse_1hz_ppp[i] <= pulse_1hz_pp[i];
        end
        always_ff @(posedge coe_meas[i]) begin: proc_cntr
            if (pulse_1hz_ppp[i] != pulse_1hz_pp[i]) begin
                clk_cntr[i] <= 0;
                reg_clk_meas[i] <= clk_cntr[i];   
            end else begin
                clk_cntr[i] <= clk_cntr[i] + 1;
            end
        end
    end
endgenerate
endmodule
```

## design/flow/run.sh

```bash
#!/bin/bash
# OpenROAD 26Q1-2900-gdf79404cd8, Yosys 0.63+post, stock flow scripts
make -C /OpenROAD-flow-scripts/flow DESIGN_CONFIG=/design/flow/config.mk WORK_HOME=/design/flow/orfs finish
```

## design/flow/config.mk

```make
export PLATFORM = sky130hd
export DESIGN_NAME = clock_counter
export DESIGN_NICKNAME = clock_counter
export VERILOG_FILES = /design/flow/design.v
export SDC_FILE = /design/flow/constraint.sdc
export NUM_CORES = 4
export LEC_CHECK = 1
export CORE_UTILIZATION = 50
```

## design/flow/constraint.sdc

```tcl
current_design clock_counter

set clk_period 6.4
set clk_io_pct 0.2

create_clock -name clk0 -period $clk_period [get_ports {coe_meas}]
create_clock -name clk1 -period $clk_period [get_ports {csi_clk_clk}]

set non_clock_inputs [all_inputs -no_clocks]
set_input_delay [expr $clk_period * $clk_io_pct] -clock clk0 $non_clock_inputs
set_output_delay [expr $clk_period * $clk_io_pct] -clock clk0 [all_outputs]
```

==> results.txt <==
Physical design

The synthesis warning total stands at 6. The final timing report counts setup violations totalling 0. The effective utilization at floorplan stands at 51.0%.

The fraction of the yosys area taken by sequential cells stands at about 65%. The post-synthesis instance area stands at approximately 24000 sq um. The post-synthesis to final-layout area growth stands at 18.2%.

The pre-antenna-repair detailed-routing pass consisted of 19 iterations. The worst setup path is captured at a register. The total power stands at roughly 8.5 mW. Pin placement for this block handled between 80 and 90 I/O pins. The script logs the mean routed wire length per placed instance as between 20 and 25 um. Per the summary, power density relative to cell area is 300 nW/um^2. The overall die area stands at 48700 sq um. At the pin with the least slew margin, the transition time is roughly 0.97 ns. Per the detailed-route log, wirelength across all metal layers totals about 64000 um. The via count of the first global-routing pass stands at between 15000 and 20000. The post-synthesis average cell area stands at approximately 12 sq um. The fraction of layout instances using a drive strength above 1 stands at about 8.8%. The placer's final routability congestion estimate stands at about 1. The count of nets left with antenna violations once routing finished came out at 0. The total congestion overflow stands at 0. The post-CTS repair timing setup buffer count stands at 0. The yosys stat cell total stands at 2037.

Clock-pin slew was measured on the worst setup and hold paths at ~0.070 ns. In this run the maximum-capacitance check reported violations numbering 0. Summed over all instances, the cell type with the most area after synthesis is edfxtp_1. The post-route setup TNS stands at 0 ns. The post-CTS resize count stands at 0. The width of the die stands at approximately 220 um. The worst setup path is launched from a primary input.

Along the worst path, the maximum fanout reaches 33. In the final run the clock tree shows a worst skew of approximately 0.018 ns. The required arrival time at the worst endpoint stands at ~6.5 ns. The xor and xnor fraction of the mapped netlist area stands at under 10%. The placement report lists the number of port buffers as roughly 70. The number of placed instances, taps included, is roughly 2700. The worst hold path belongs to the class reg -> reg. Per the timing report, the most critical flop-to-flop path finishes at pulse_1hz. Yosys shows that the main logic family after synthesis is simple AND/OR/NAND/NOR gates.

Per the synthesis report, the AND-OR/OR-AND share of the synthesized area is 5.85%. Final hold analysis gives a worst-case slack of approximately 0.32 ns. The placeable core region stands at around 47000 sq um.

The adder-cell area share of the yosys netlist stands at 0.471%. The HPWL after detailed placement stands at between 40000 and 50000 um. The cell-mix breakdown from Yosys lists the simple-gate area share as around 18%.

Setup repair after global routing left no endpoint under its margin. The worst ir drop on vdd stands at ~300 uV. The first routing iteration left 1371 violations. The number of synthesized flops with an enable pin stands at roughly 290. The critical path in this run is classified as in -> reg. The OpenROAD report gives the critical path a data arrival time of just under 4 ns.

Yosys reports the multiplexer fraction of the synthesized area as less than 1%. Entering global routing, the biggest net connects ~65 pins. The instance count along the most critical hold path stands at 0. The initial antenna violation count came to 1. Looking at the reg2reg group, the worst path starts from cntr_pulse_1hz[16]. In this run the vertical extent of the chip is about 220 um. The post-synthesis instance total stands at 2037. Detailed routing inserted a total of 16245 vias.

Counting cells, the worst reg-to-reg path comes to 4. TritonCTS built the clock tree. The total DRC errors in the routed layout stands at 0. The stat command in Yosys gives a chip area of 23900 sq um. The total number of warnings across the stage logs stands at around 550. The count of hold buffers inserted by post-cts repair stands at 0. The number of different library cells used by synthesis comes to roughly 54. Global routing used between 20% and 30% of the available tracks across all layers. The filler-free cell count of the finished design stands at between 2000 and 3000.

The floorplan has 79 rows. The area share of the leading cell type in the synthesized netlist stands at a little over a third. The flow ran to the end, and the final reports show no timing, DRC or antenna violations.

The worst hold path begins at pulse_1hz_p[7]. The async set or reset register ratio after synthesis stands at 0%. Counting endpoints that fail hold in the final report gives 0. Ranked by total cell area, the synthesized netlist is headed by edfxtp_1 (36%), dfxtp_1 (28%), xor2_1 (6.7%), nor2_1 (5.1%), nand4_1 (2.9%). STA shows the worst min-delay path finishing at pulse_1hz_pp[7].

Max-slew check failures listed in the final report amount to 0. The first global-routing pass estimated 95000 um of wire. The worst slew margin relative to its limit stands at about a third.

The number of storage elements in the synthesis netlist stands at 628. Summed over all cells, the static leakage comes to approximately 11 nW. For this run, the leading register cell type out of synthesis is dfxtp_1. The number of clock sinks stands at about 630. For flop-to-flop paths, the worst setup slack is ~4.1 ns. The number of vias per cell after detailed routing stands at between 5 and 6.
power breakdown:
part / internal, mW / switching [mW]
logic: 0.0557 / 0.0574
registers: 4.19 / 0.0146
clock network: 2.92 / 1.24
Yosys cell counts (4+ instances only):
library cell    n
a21o_1          5
nand4b_1        6
and4_1         31
nor4_1         23
or3_1          11
xnor2_1        73
and2_1         13
dfxtp_1       339
clkbuf_1       70
nand3_1       122
inv_1          29
nand2_1        91
nor2_1        325
a221o_1         9
a221oi_1       17
and3_1         49
a32o_1          4
nand2b_1        5
o21ai_0        23
nand4_1       111
a22o_1         13
ha_1            9
a21oi_1        22
xor2_1        183
a22oi_1        60
or4_1           6
a222oi_1       18
edfxtp_1      289
nor3_1         32
or2_2           5
o211ai_1        4
buf_1           5
final cells by class:
type	count	area [sq um]
fillers	3565	18600
flip-flops and latches	628	15500
multi-input cells	1301	8180
clock buffers	97	2220
repair buffers	99	918
well taps	607	759
clock inverters	47	581
inverters	29	109
diodes	2	5.00
cells in the final DEF (no fill, tap or decap), types with 28 or more instances in the layout:
master and count:
nor2_1 322, and3_1 49, and4_1 31, clkbuf_16 85, buf_4 29, nand3_1 122, inv_1 28, clkdlybuf4s50_1 70
xnor2_1 73, nand2_1 91, nor3_1 30, dfxtp_1 339, nand4_1 111, xor2_1 176, a22oi_1 60, edfxtp_1 289
worst max path at each step:
stage                   start         endpoint  slack, ns
4_1_cts   avs_ctrl_address[0]  reg_scratch[14]       2.64
5_1_grt   avs_ctrl_address[0]  reg_scratch[25]       2.46
6_report  avs_ctrl_address[0]  reg_scratch[25]       2.58
flip-flops by register name, indices dropped and copies added (netlist names):
signal / count
clk_cntr: 256
cntr_pulse_1hz: 27
reg_scratch: 32
pulse_1hz_p: 8
avs_ctrl_readdata: 32
pulse_1hz_ppp: 8
reg_clk_meas: 256
pulse_1hz: 1
pulse_1hz_pp: 8
metrics by stage:
step	setup slack, ns	cell area [sq um]	util, %
after floorplan	2.87	23900	-
after global placement	2.27	25400	54.3
after detailed placement	2.24	25400	54.3
after CTS	2.64	28200	60.3
after global routing	2.46	28200	60.3
final	2.58	28200	60.3
layer usage:
| layer | vias up | track usage [%] | wire length, um |
|---|---|---|---|
| met5 | - | 1.31 | 86 |
| met4 | 2 | 9.86 | 2550 |
| met3 | 125 | 14.4 | 7270 |
| met2 | 668 | 39.8 | 28100 |
| met1 | 7797 | 44.1 | 26500 |
| li1 | 7653 | - | - |
worst max-delay path, cell delays in order:
cell	delay, ns
clkdlybuf4s50_1	0.45
buf_4	0.34
nand2_1	0.21
nor3_2	0.18
buf_4	0.34
and2_2	0.74
buf_4	0.32
cells by family (layout without fill, tap and decap cells):
family / count (synthesis) / after routing
adders and majority gates: 9 / 9
other: 0 / 2
xor gates and xnor gates: 256 / 256
and+or+nand+nor: 848 / 848
AOI/OAI and AO/OA: 185 / 185
DFF: 628 / 628
muxes: 3 / 3
buffers and inverters: 108 / 272
No activity file was given, so power comes from the tool's default toggle rates.
